### flow/run.sh
#!/bin/bash
# OpenROAD 26Q1-2900-gdf79404cd8, Yosys 0.63+post, stock flow scripts
make -C /OpenROAD-flow-scripts/flow DESIGN_CONFIG=/design/flow/config.mk WORK_HOME=/design/flow/orfs finish
### flow/config.mk
export PLATFORM = sky130hd
export DESIGN_NAME = rr_arb_opt
export DESIGN_NICKNAME = rr_arb_opt
export VERILOG_FILES = /design/flow/design.v
export SDC_FILE = /design/flow/constraint.sdc
export NUM_CORES = 4
export LEC_CHECK = 1
export CORE_AREA = 10 10 70 70
export DIE_AREA = 0 0 80 80
### flow/constraint.sdc
current_design rr_arb_opt

set clk_period 2.6
set clk_io_pct 0.2

create_clock -name clk0 -period $clk_period [get_ports {clk}]

set non_clock_inputs [all_inputs -no_clocks]
set_input_delay [expr $clk_period * $clk_io_pct] -clock clk0 $non_clock_inputs
set_output_delay [expr $clk_period * $clk_io_pct] -clock clk0 [all_outputs]
### flow/design.v
module rr_arb_opt #(
    parameter  REQ_NUM = 7
) (
    input   logic                    clk     ,
    input   logic                    rst_n   ,
    input   logic   [REQ_NUM-1:0]    req     ,
    output  logic   [REQ_NUM-1:0]    grant
);
localparam N = REQ_NUM;
localparam W = $clog2(REQ_NUM);
logic [N-1:0] req_masked;
logic [N-1:0] mask_flag;
logic [N-1:0] grant_masked;
logic [N-1:0] grant_unmasked;
logic         all_req_flag;
logic [W-1:0] ptr;
logic [W-1:0] hit_ptr;
generate
    genvar i;
    for(i=0;i<N;i=i+1) begin: HIT_POINTER_RECORD
        assign mask_flag[i] = (i > ptr) ? 1'b1 : 1'b0;
    end
endgenerate
assign req_masked = req & mask_flag;
assign grant_masked[N-1:0] = req_masked & (~(req_masked-1));
assign grant_unmasked[N-1:0] = req & (~(req-1));
assign all_req_flag = ~(|req_masked);
assign grant = ({N{all_req_flag}} & grant_unmasked) | grant_masked;
assign hit_ptr = onehot2bin(grant);
always @(posedge clk or negedge rst_n) begin
    if (!rst_n) begin
        ptr <= #1ns N - 1;
    end 
    else if (|req) begin
        ptr <= #1ns hit_ptr;
    end
end
function integer onehot2bin(input integer onehot);
    integer i;
    onehot2bin = 0;
    for (i=0; i<N; i=i+1) begin
        if (onehot[i]) onehot2bin = i;
    end
endfunction
endmodule
==> impl_metrics.toml <==
# physical design summary
[run_status]
status = "finished, final reports clean"

[route]
wire_per_inst_microns = 12.1
via_count = 602
routed_wl_mm = 1.76
ant_nets = 0
viasPerCell = 4.12
first_pass_iters = 4
drc = 0
drt_iter0_drc = 18
antenna_cells = 0

[synth]
ys_seq_share_pct = 32.1
compound_area_share_pct = 38.0
synth_stat.cells = 51
ys_types = 27
xor_area_share_pct = 0
yosys.area.top_type_share_pct = 32.1
ys_sh_simple_pct = 27.5
adder_share_pct = 0
ys.flops = 6
syn_inst = 51
top_cells_by_area = "dfrtp_1 32%, a21o_1 8.0%, o31ai_2 5.3%, a211oi_1 4.8%, o32a_4 4.8%"
mux_share_pct = 0
synth_area_per_cell_sq_um = 9.18
yosys_area_sq_um = 468
synth_area_sq_um = 468
logic_family = "AND-OR/OR-AND gates"
top_area_cell = "dfrtp_1"
yosysWarnings = 1

[grt]
met1_usage_pct = 7.04
use_met2_pct = 9.87
grt-ovfl-total = 0
grt_max_degree = 7
grt_pass1_vias = 690
grt_first_pass_wirelength_mm = 3.02
antenna_found_initial = 0
grt_use_met3_pct = 0.909
top_usage_layer = "met2"
track_usage_pct = 5.57

[worst_setup_path]
path_max_fanout = 4
regToRegSetupSlack_ns = 0.29
crit_end = "grant[1]"
r2r_cells = 11
critPathLaunch = "ptr[3]$_DFF_PN0_"
worst-setup-path-type = "register to output pin"
critPathRequiredTime_ns = 2.08
rr_endpoint = "ptr[1]$_DFF_PN0_"
arrival_ns = 2.08
start_kind = "register"
worst_setup_path_end_kind = "output pin"
r2r-start = "ptr[3]$_DFF_PN0_"

[clocking]
cts_hold_buf = 0
h-tree-depth = 1
clkLatencyLatePin_ns = 0.24
cts_buffer_depth = 2
cts.sinks = 6
cts_tree = "built"
numCtsBuffers = 3
root_buffer = "clkbuf_4"
path_clk_slew_ns = 0.04

[placement]
io_buffers = 15
dp_slack_ns = -0.422
dpl.hpwl_mm = 1.18
placedInstanceArea_sq_um = 803
gp_congestion = 0.838

[floorplanning]
fp-utilization_pct = 13.7
num_rows = 21
die_w_microns = 80
dieArea_sq_um = 6400
die_y_microns = 80
ios = 16
coreArea_sq_um = 3420

[sta]
finalSetupTns_ns = 0
whs_ns = 0.520
worst_clock_skew_ns = 0.000795
layout_min_cycle_time_ns = 2.60
slew_viol_final = 0
period_used_pct = 100
slew_headroom_pct = 61.8
finalHoldViolations = 0
max_freq_mhz = 385
fin_ws_ns = 0.000252
worst_slew_pin_slew_ns = 0.567
rsz0062_at_grt = "yes"
setup_viol = 0

[cells_and_area]
drive_gt1_share_pct = 62.0
lay_top_cells = "31 x buf_4, 6 x dfrtp_1, 6 x buf_2"
utilization_pct = 31.0
stdcell_area_sq_um = 1060
lay_top_count = "buf_4"
syn2layout_area_growth_pct = 126

[power_and_ir_drop]
switching_share_pct = 37.7
comb_power_share_pct = 80.4
p_int_uw = 761
p_leak_nw = 0.522
power_frac_clock_pct = 6.6
power.switching_uw = 461
power_density_nw_per_um2 = 1150
power_frac_seq_pct = 13.1
ir_worst_vdd_v = 0.000338

[worst_hold_path]
min_path_type = "input port to asynchronous set/reset pin"

[flow_run]
drv_cap = 0
warning_count = 27
## how the worst min path moves through the flow
stage	startpoint	endpoint	depth (start not counted)
6_report	rst_n	ptr[3]$_DFF_PN0_	1
5_1_grt	rst_n	ptr[3]$_DFF_PN0_	1
4_1_cts	rst_n	asynchronous set/reset pin	1
## per-layer routing
| layer | wire length [microns] | vias up | share of wire, % |
|---|---|---|---|
| met3 | 40 | 0 | 2.3 |
| li1 | - | 297 | - |
| met4 | 0 | 0 | 0 |
| met2 | 913 | 6 | 52 |
| met5 | 0 | - | 0 |
| met1 | 809 | 299 | 46 |
## cell usage after synthesis
library cell and count:
and2_1 2, o311ai_0 1, nand2_1 4, or4b_2 1
inv_1 1, a21o_1 5, nand2b_1 2, a211oi_1 3
nor4b_1 1, dfrtp_1 6, o32a_4 1, o211ai_1 1
a221o_1 1, nor2b_1 2, o22ai_1 2, or2_2 1
nor4_1 1, clkbuf_1 2, o21a_1 1, nor2_1 3
nor3b_2 1, o21ai_0 2, o31ai_2 2, or4_4 1
nor3_1 2, o21ai_1 1, o41ai_1 1
## power groups by stage
stage         Clock (mW)  Combinational (mW)  Sequential [mW]
finish            0.0802               0.982            0.160
global route      0.0868                1.06            0.165
CTS               0.0846               0.936            0.156
## worst max-delay path, cell delays in order (launching register included)
cell and delay, ns:
dfrtp_1 0.41, or4_4 0.53, o32a_4 0.36, buf_6 0.13, nor3_4 0.18, o21a_1 0.14
buf_2 0.09
## layout make-up
type | count | area, sq um
clock buffers | 3 | 22.5
fillers | 358 | 2360
inverters | 1 | 3.75
multi-input cells | 42 | 447
flip-flops and latches | 6 | 150
well taps | 46 | 57.6
repair buffers | 48 | 378
## through the flow
stage,instances,power [mW]
after floorplan,51,0.420
after global placement,128,0.722
after detailed placement,128,0.727
after CTS,145,1.18
after global routing,146,1.31
final,146,1.22
## what timing repair did
| item | CTS | global route |
|---|---|---|
| gates resized | 41 | 14 |
| setup endpoints to repair | 7 | 5 |
| gates cloned | 0 | 0 |
| setup buffers | 14 | 1 |
| pin swaps | 11 | 3 |
## logic make-up (layout without fill, tap and decap cells)
family | after synthesis | count (layout)
compound gates | 21 | 21
buf+inv | 3 | 52
flops | 6 | 6
simple gates | 21 | 21
No activity file was given, so power comes from the tool's default toggle rates.
